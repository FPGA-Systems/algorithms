$ cat /design/flow/config.mk
export PLATFORM = sky130hd
export DESIGN_NAME = mult
export DESIGN_NICKNAME = mult
export VERILOG_FILES = /design/flow/design.v
export SDC_FILE = /design/flow/constraint.sdc
export NUM_CORES = 4
export LEC_CHECK = 1
export CORE_AREA = 10 10 108 108
export DIE_AREA = 0 0 118 118
$ cat /design/flow/design.v
`timescale 1ns / 1ps
module mult(
    input [4:0] ia,
    input [4:0] ib,
    input iclk,
    output [9:0] ores,
    output ovalid,
    input istart,
    output oready
    );
    reg [4 : 0] a;
    reg [4 : 0] b;
    reg [9 : 0] ans;
    reg valid;
    reg ready;
    always@(posedge iclk) begin
        if (istart) begin
            a <= ia;
            b <= ib;
            ready <= 0;
        end
        if (valid) begin
            ready <= 1;
        end
        valid <= istart;
        ans <= a * b;
    end
    assign ovalid = valid;
    assign oready = ready;
    assign ores = ans;
endmodule
$ cat /design/flow/run.sh
#!/bin/bash
# OpenROAD 26Q1-2900-gdf79404cd8, Yosys 0.63+post, stock flow scripts
make -C /OpenROAD-flow-scripts/flow DESIGN_CONFIG=/design/flow/config.mk WORK_HOME=/design/flow/orfs finish
$ cat /design/flow/constraint.sdc
current_design mult

set clk_period 3.7
set clk_io_pct 0.2

create_clock -name clk0 -period $clk_period [get_ports {iclk}]

set non_clock_inputs [all_inputs -no_clocks]
set_input_delay [expr $clk_period * $clk_io_pct] -clock clk0 $non_clock_inputs
set_output_delay [expr $clk_period * $clk_io_pct] -clock clk0 [all_outputs]
==> reports/metrics.yaml <==
routing:
  drc: 0
  wl_mm: 2.37
  vias: 806
  detail-route-antenna-nets: 0
  wl_per_cell_um: 8.79
  diodes: 0
  via_per_inst: 2.99
  dr.pass1.iters: 4
  drt-initial-drc-count: 18
placement:
  hpwlAfterDp_mm: 2.01
  dp_slack_ns: 0.352
  io_buffers: 23
  post-place-cells: 266
  place_area_um2: 1730
  gp_congestion: 0.785
logic_synthesis:
  top_area_cell: "edfxtp_1"
  ys_seq_frac: 0.403
  syn_area_um2: 1340
  yosys_warnings: 1
  ys_area_um2: 1340
  ys_cells: 114
  synth_top_area_share: 0.224
  area_leaders: "edfxtp_1 (22%), dfxtp_1 (18%), ha_1 (17%), fa_1 (13%), and2_1 (8.9%)"
  avgSynthCellArea_um2: 11.8
  ys_ff: 22
  syn_inst: 114
  yosys.cell_types.count: 26
critical_path:
  critPathTopFamily: "adder cells"
  required_ns: 3.92
  startpoint_type: "flop"
  cpMostUsedCell: "fa_1"
  critical_path.endpoint_type: "flop"
  crit_fanout: 5
  crit_chain: "nand2_1, fa_1, fa_1, fa_1, inv_1, ha_1, nor2b_4, o21ai_2, nand2b_2, a2111oi_2, nand3b_1"
  cpMaxStageDelayCell: "fa_1"
  worstPathArrival_ns: 3.53
  r2r_slack_ns: 0.39
  critical_path_buf_inv_count: 1
  path_class: "flop to flop"
  cpPeakStageDelay_ns: 0.54
layout:
  syn2layout_area_growth_pct: 34.5
  instances_no_fill: 270
  fin_area_um2: 1800
  drive_gt1_frac: 0.0638
  lay_top_cells: "clkdlybuf4s50_1 (23), and2_1 (19), ha_1 (18)"
  fin_util: 0.194
  final_common_cell: "clkdlybuf4s50_1"
floorplanning:
  row_count: 35
  die_h_um: 118
  coreArea_um2: 9280
  io_pins: 24
  fp_util: 0.144
  fp.dieW_um: 118
  die_area_um2: 13900
clock_tree:
  hold_buffers: 0
  cts_resized: 0
  cts_tree: "built"
  worstSkewPairLatency_ns: 0.27
  post-cts-setup-buffers: 0
  clkSlewWorstSetupHoldPaths_ns: 0.09
  h-tree-depth: 1
  clock-sinks: 22
  cts_root_buf: "clkbuf_8"
  numCtsBuffers: 3
  clk_path_buf_depth: 2
timing:
  finalMaxSlewViolations: 0
  period_used_share: 0.895
  finalSetupViolations: 0
  rsz0062_at_grt: "false"
  finClkSkew_ns: 0.00726
  fin_setup_tns_ns: 0
  timing.hold.ws_ns: 0.438
  max_freq_ghz: 0.302
  hold_violations: 0
  slew_headroom: 0.671
  min_period_ns: 3.31
  tightest_slew_ns: 0.492
  worst_slack_ns: 0.388
grt:
  grt_usage: 0.0354
  grt.busiest_layer: "met1"
  grt_max_degree: 14
  grt_util_met1: 0.0516
  grtUsageMet3: 0.0151
  antenna_found_initial: 0
  grt_pass1_vias: 851
  grtUsageMet2: 0.0497
  grt_pass1_wl_mm: 4.10
  grt-ovfl-total: 0
run_status:
  outcome: "finished, final reports clean"
power_and_ir_drop:
  power_density_nw_per_um2: 484
  p_leak_nw: 0.750
  power_uw: 874
  vdd.ir_drop.worst_uv: 194
flow_run:
  drv_cap: 0
  tool_warnings: 25
worst_hold_path:
  min_path_type: "flop to flop"
==> cells in the mapped netlist <==
cell / instances
nor2_1: 1
fa_1: 9
a21o_1: 1
nor2b_4: 1
nand3_1: 1
and2_1: 19
dfxtp_1: 12
nand3b_1: 2
a21boi_1: 1
a2111oi_2: 1
a221oi_1: 1
o21bai_1: 1
o41ai_2: 1
nand2b_1: 1
nand2_1: 6
nand2b_2: 1
inv_1: 16
o21ai_0: 1
edfxtp_1: 10
ha_1: 18
o21ai_2: 1
xnor2_1: 2
a21oi_1: 2
nor3_1: 1
xor2_1: 3
nor2b_1: 1
==> final cells by class <==
type	instances	area, um2
Sequential cell	22	541
Timing Repair Buffer	23	230
Multi-Input combinational cell	76	741
Fill cell	1033	7480
Tap cell	129	161
Clock buffer	3	41.3
Inverter	16	60.1
Clock inverter	1	30.0
==> worst reg2reg max path, stage by stage, from the launching register on <==
cell and delay [ns]:
edfxtp_1 0.45, nand2_1 0.12, fa_1 0.44, fa_1 0.51, fa_1 0.54, inv_1 0.04
ha_1 0.34, nor2b_4 0.15, o21ai_2 0.12, nand2b_2 0.09, a2111oi_2 0.33, nand3b_1 0.14
==> sequential cells by signal (all words and copies together), names as in the netlist <==
| signal | cells |
|---|---|
| a | 5 |
| ans | 10 |
| b | 5 |
| ready | 1 |
| valid | 1 |
==> logic make-up (layout without fill, tap and decap cells) <==
kind of cell | count (synthesis) | in the layout | share of synthesized area
AOI/OAI and AO/OA | 10 | 10 | 0.0644
xor gates and xnor gates | 5 | 5 | 0.0327
buffers and inverters | 16 | 43 | 0.0448
adders and majority gates | 27 | 27 | 0.302
and+or+nand+nor | 34 | 34 | 0.153
DFF | 22 | 22 | 0.403
==> report_power, final <==
group	internal, mW	switching (mW)
Clock	0.145	0.0862
Combinational	0.185	0.127
Sequential	0.308	0.0231
==> final timing paths <==
kind	from	end	depth (start not counted)
min	valid	ready	1
max	a[1]	ans[8]	11
max reg2reg	a[1]	ans[8]	11
min reg2reg	valid	ready	1
==> metal layers <==
metal  vias to the layer above  share of wire
met4                         0         0.0080
met5                         -              0
met1                       355           0.53
li1                        428              -
met2                        21           0.39
met3                         2          0.074
