### flow/run.sh
#!/bin/bash
# OpenROAD 26Q1-2900-gdf79404cd8, Yosys 0.63+post, stock flow scripts
make -C /OpenROAD-flow-scripts/flow DESIGN_CONFIG=/design/flow/config.mk WORK_HOME=/design/flow/orfs finish
### flow/config.mk
export PLATFORM = sky130hd
export DESIGN_NAME = trachtenberg_pp
export DESIGN_NICKNAME = trachtenberg_pp
export VERILOG_FILES = /design/flow/design.v
export SDC_FILE = /design/flow/constraint.sdc
export NUM_CORES = 4
export LEC_CHECK = 1
export CORE_UTILIZATION = 30
### flow/constraint.sdc
current_design trachtenberg_pp

set clk_period 2.3
set clk_io_pct 0.2

create_clock -name clk0 -period $clk_period [get_ports {iclk}]

set non_clock_inputs [all_inputs -no_clocks]
set_input_delay [expr $clk_period * $clk_io_pct] -clock clk0 $non_clock_inputs
set_output_delay [expr $clk_period * $clk_io_pct] -clock clk0 [all_outputs]
### flow/design.v
`timescale 1ns / 1ps
module trachtenberg_pp(
    input iclk,
    input [4:0] ia,
    input [4:0] ib,
    output [9:0] ores,
    input istart,
    output ovalid,
    output oready
    );
    reg [4 : 0] a;
    reg [4 : 0] b;
    reg [9 : 0] res0, res1, res2, res3, res4, res5, res6, res7, res8;
    reg [9 : 0] ans;
    reg valid;
    reg ready;
    always @(posedge iclk)
    begin
        res0 <= (a[0] & b[0]);
        ans[0] <= res0[0];
        res1 <= (a[0] & b[1]) + (a[1] & b[0]);
        ans[1] <= res1[0];
        res2 <= (a[0] & b[2]) + (a[1] & b[1]) + (a[2] & b[0]) + res1[9:1];
        ans[2] <= res2[0];
        res3 <= (a[0] & b[3]) + (a[1] & b[2]) + (a[2] & b[1]) + (a[3] & b[0]) + res2[9:1];
        ans[3] <= res3[0];
        res4 <= (a[0] & b[4]) + (a[1] & b[3]) + (a[2] & b[2]) + (a[3] & b[1]) + (a[4] & b[0]) + res3[9:1];
        ans[4] <= res4[0];
        res5 <= (a[1] & b[4]) + (a[2] & b[3]) + (a[3] & b[2]) + (a[4] & b[1]) + res4[9:1];
        ans[5] <= res5[0];
        res6 <= (a[2] & b[4]) + (a[3] & b[3]) + (a[4] & b[2]) + res5[9:1];
        ans[6] <= res6[0];
        res7 <= (a[3] & b[4]) + (a[4] & b[3]) + res6[9:1];
        ans[7] <= res7[0];
        res8 <=  (a[4] & b[4]) + res7[9:1];
        ans[9:8] <= res8;
    end 
    always @(posedge iclk)
    begin
        if (istart) begin
            a <= ia;
            b <= ib;
            ready <= 0;
        end
        if (valid) begin
            ready <= 1;
        end
        valid <= istart;
    end
    assign ovalid = valid;
    assign oready = ready;
    assign ores = ans;
endmodule
==> results.json <==
{
  "status": "finished, violations left",
  "violations": "setup timing",
  "finalSetupViolations": 1,
  "clockBufferDepth": 2,
  "placement_rows": 27,
  "dieWidth_um": 78.4,
  "dpl_cell_area_um2": 2110,
  "asyncSetResetFlopFracSynth_pct": 0,
  "grt_antenna_before_repair": 0,
  "antenna_violating_nets_post_route": 0,
  "first_global_vias": 985,
  "timing.reg2reg.worst_path_depth": 7,
  "synth.area.top_cells": "dfxtp_1, edfxtp_1, fa_1",
  "worstSetupEndpointType": "register",
  "ys_cells": 130,
  "cpPeakStageDelay_ns": 0.50,
  "critPathRequiredTime_ns": 2.50,
  "ys.flops": 48,
  "n_antenna_cell": 0,
  "synth.cell_area_um2": 1750,
  "hold_viol": 0,
  "top_area_share_pct": 43.5,
  "postSynthSeqShare_pct": 60.7,
  "grt_start_max_net_pins": 16,
  "grt_use_total_pct": 8.94,
  "worstSkewPairLatency_ns": 0.29,
  "cts_tree": "yes",
  "warnings": 28,
  "total_power_w": 0.00205,
  "final.fill_count": 524,
  "skew_ns": 0.00752,
  "drcViolationCount": 0,
  "place.detailed.hpwl_mm": 1.76,
  "reg2reg_slack_ns": -0.06,
  "cp_data_arrival_time_ns": 2.57,
  "relSlewSlack_pct": 69.0,
  "cts-buffers-inserted": 5,
  "grt_pass1_wl_mm": 4.17,
  "areaGrowthSynthToFinish_pct": 28.0,
  "path_clk_slew_ns": 0.09,
  "slowest_stage": "fa_1",
  "share_of_post_route_cells_with_drive_strength_above_1_pct": 13.0,
  "synth_top_cell_by_area": "dfxtp_1",
  "syn_inst": 130,
  "pin_count": 24,
  "fp.coreArea_um2": 5570,
  "crit-reg2reg-launch": "b[2]$_DFFE_PP_",
  "vias_per_cell": 3.86,
  "synth.cells.most_frequent": "dfxtp_1, inv_1, and2_1, fa_1, nand2_1",
  "ys_warn_count": 1,
  "fp_util_pct": 31.4,
  "setup_repair_after_global_routing_missed_its_margin": "yes",
  "final.setup.worst_slack_ns": -0.0646,
  "final_cell_area_um2": 2240,
  "power.ir.vdd_worst_mv": 0.479,
  "cts_num_sinks": 48,
  "holdCritStartpoint": "res6[0]$_DFF_P_",
  "floorplan.die.height_um": 78.4,
  "cp_common_cell": "fa_1",
  "worst_r2r_endpoint": "res4[1]$_DFF_P_",
  "critPathLaunchType": "register",
  "power.density_nw_per_um2": 918,
  "holdPathEnd": "ans[6]$_DFF_P_",
  "yosys_synthesis_chip_area_um2": 1750,
  "global_route.overflow_total": 0,
  "critical_path.startpoint": "b[2]$_DFFE_PP_",
  "ff_type": "dfxtp_1",
  "drt-pass1-iter-count": 4,
  "netlist-cell-type-count": 12,
  "routed-via-count": 930,
  "power.static_leakage_nw": 1.01,
  "worstMarginPinSlew_ns": 0.463,
  "crit_path_max_fanout": 2,
  "timing.hold.worst_path_depth": 0,
  "portBuffers": 23,
  "hold_path.class": "register to register",
  "routabilityCongestion": 0.846,
  "fmax_ghz": 0.423,
  "edf_count": 10,
  "critical_path_class": "register to register",
  "maxSlewViolCount": 0,
  "h-tree-depth": 2,
  "chip_area_um2": 6140,
  "yosysMostFrequentCell": "dfxtp_1",
  "drt-total-wl_mm": 2.33,
  "detailedRoute.firstIterationViolations": 25,
  "critical_path_cell_by_cell": "and2_4 -> fa_1 -> fa_1 -> ha_2 -> inv_2 -> fa_2 -> inv_1",
  "cts-root-buf": "clkbuf_8",
  "period_needed_ns": 2.36,
  "timing.max_cap.violations": 0,
  "synth_area_per_cell_um2": 13.5,
  "finalCritPeriodShare_pct": 103,
  "route.detailed.wl_per_inst_um": 9.66
}
-- worst max-delay path: cells and delay by family (launching register included) --
kind	cells	cell delay [ns]
simple gates	1	0.17
fa+ha+maj	4	1.64
buf+inv	2	0.07
flops	1	0.39
-- what timing repair did --
action	CTS	global route
pin swaps	0	2
setup buffers	3	0
gates resized	0	2
hold buffers	0	0
endpoints found under the setup margin	2	4
-- where the power goes --
| group | switching, W | internal (W) |
|---|---|---|
| logic | 0.000164 | 0.000255 |
| clock network | 0.000266 | 0.000244 |
| registers | 0.0000610 | 0.00106 |
| total | 0.000491 | 0.00156 |
-- state kept, by name, indices dropped and copies added (netlist names) --
signal  flops
a           5
ans        10
b           5
ready       1
res0        1
res1        2
res2        3
res3        3
res4        4
res5        4
res6        4
res7        3
res8        2
valid       1
-- metal layers --
metal / up-vias / routed length (um) / GRT usage, %
met5: - / 0 / 0
met3: 5 / 186 / 4.01
met1: 419 / 1060 / 12.4
met4: 0 / 51 / 2.59
met2: 35 / 1030 / 13.2
li1: 471 / - / -
-- logic make-up after synthesis --
| kind of cell | after synthesis | share of synthesized area, % |
|---|---|---|
| DFF | 48 | 60.7 |
| and+or+nand+nor | 28 | 8.30 |
| adders and majority gates | 24 | 22.7 |
| buffers and inverters | 21 | 4.51 |
| xor gates and xnor gates | 5 | 2.50 |
| AOI/OAI and AO/OA | 4 | 1.29 |
-- worst max-delay path by stage --
| stage | to | slack (ns) | depth (start not counted) |
|---|---|---|---|
| finish | res4[1]$_DFF_P_ | -0.06 | 7 |
| CTS | res4[1]$_DFF_P_ | -0.08 | 7 |
| global route | res4[1]$_DFF_P_ | -0.15 | 7 |
-- layout by cell type, fill, tap and decap left out --
master / count
fa_2: 3
edfxtp_1: 10
clkdlybuf4s50_1: 23
a21o_1: 1
and2_1: 12
clkbuf_8: 6
nand2_1: 12
buf_4: 8
ha_1: 10
nor2b_1: 3
xnor2_1: 1
fa_1: 10
inv_2: 1
a21oi_1: 3
xor2_1: 4
ha_2: 1
inv_1: 20
clkinvlp_4: 1
inv_4: 1
dfxtp_1: 38
and2_4: 1
-- final cells by class --
class	count	area [um2]	share of cell area [%]
clock buffer	6	82.6	3.69
clock inverter	2	13.8	0.615
inverter	21	78.8	3.52
multi-input combinational	61	622	27.8
sequential	48	1060	47.4
tap	72	90.1	4.02
timing repair buffer	31	290	13.0
-- metrics by stage --
step | hold WS (ns) | setup TNS (ns) | setup slack (ns) | std cells | util [%]
3_3_place_gp | 0.310 | -0.0499 | -0.0499 | 230 | 37.9
6_report | 0.331 | -0.0646 | -0.0646 | 241 | 40.2
4_1_cts | 0.332 | -0.0861 | -0.0779 | 241 | 40.1
5_1_grt | 0.339 | -0.218 | -0.148 | 241 | 40.2
3_5_place_dp | 0.312 | -0.0683 | -0.0683 | 230 | 37.9
2_1_floorplan | 0.310 | -0.0845 | -0.0834 | 130 | -
Power figures rest on the tool's default switching activity, not on a simulated workload.
