--- flow/design.v ---
`timescale 1ns / 1ps
module trachtenberg_logic(
    input iclk,
    input [4:0] ia,
    input [4:0] ib,
    output [9:0] ores,
    input istart,
    output ovalid,
    output oready
    );
    reg [4 : 0] a;
    reg [4 : 0] b;
    reg [9 : 0] res0, res1, res2, res3, res4, res5, res6, res7, res8;
    reg [9 : 0] ans;
    reg valid;
    reg ready;
    always @(posedge iclk)
    begin
        res0 = (a[0] & b[0]);
        ans[0] = res0[0];
        res1 = (a[0] & b[1]) + (a[1] & b[0]);
        ans[1] = res1[0];
        res2 = (a[0] & b[2]) + (a[1] & b[1]) + (a[2] & b[0]) + res1[9:1];
        ans[2] = res2[0];
        res3 = (a[0] & b[3]) + (a[1] & b[2]) + (a[2] & b[1]) + (a[3] & b[0]) + res2[9:1];
        ans[3] = res3[0];
        res4 = (a[0] & b[4]) + (a[1] & b[3]) + (a[2] & b[2]) + (a[3] & b[1]) + (a[4] & b[0]) + res3[9:1];
        ans[4] = res4[0];
        res5 = (a[1] & b[4]) + (a[2] & b[3]) + (a[3] & b[2]) + (a[4] & b[1]) + res4[9:1];
        ans[5] = res5[0];
        res6 = (a[2] & b[4]) + (a[3] & b[3]) + (a[4] & b[2]) + res5[9:1];
        ans[6] = res6[0];
        res7 = (a[3] & b[4]) + (a[4] & b[3]) + res6[9:1];
        ans[7] = res7[0];
        res8 =  (a[4] & b[4]) + res7[9:1];
        ans[9:8] = res8;
    end 
    always @(posedge iclk)
    begin
        if (istart) begin
            a <= ia;
            b <= ib;
            ready <= 0;
        end
        if (valid) begin
            ready <= 1;
        end
        valid <= istart;
    end
    assign ovalid = valid;
    assign oready = ready;
    assign ores = ans;
endmodule
--- flow/run.sh ---
#!/bin/bash
# OpenROAD 26Q1-2900-gdf79404cd8, Yosys 0.63+post, stock flow scripts
make -C /OpenROAD-flow-scripts/flow DESIGN_CONFIG=/design/flow/config.mk WORK_HOME=/design/flow/orfs finish
--- flow/config.mk ---
export PLATFORM = sky130hd
export DESIGN_NAME = trachtenberg_logic
export DESIGN_NICKNAME = trachtenberg_logic
export VERILOG_FILES = /design/flow/design.v
export SDC_FILE = /design/flow/constraint.sdc
export NUM_CORES = 4
export LEC_CHECK = 1
export CORE_UTILIZATION = 30
--- flow/constraint.sdc ---
current_design trachtenberg_logic

set clk_period 7.5
set clk_io_pct 0.2

create_clock -name clk0 -period $clk_period [get_ports {iclk}]

set non_clock_inputs [all_inputs -no_clocks]
set_input_delay [expr $clk_period * $clk_io_pct] -clock clk0 $non_clock_inputs
set_output_delay [expr $clk_period * $clk_io_pct] -clock clk0 [all_outputs]
==> CHANGELOG.md <==
### Changed

* Met2 Usage GRT at 17.6%
* Pwr/cell area at between 200 and 250 nW/um^2
* CP startpoint kind: flip-flop
* Worst vdd ir at around 0.14 mV
* Asr flop ratio synth at 0%
* # Cells Yosys at 102
* Rel. slew slack at between 60% and 70%
* Crit path kind: reg -> reg
* Failing checks: negative setup slack
* EDFF count, synth at 10
* Clock share of power at about 17%
* ANT cells at 0
* Filler cells at roughly 360
* Yosys Chip Area at 1260 sq um
* Endpoints failing setup at 3
* Die X at about 67 um
* Top cells by area: edfxtp_1, fa_1, dfxtp_1, ha_1, and2_1
* GR peak layer: met2
* GR Util met1 at about 17%
* Synth top area share at between 20% and 30%
* Power Internal at about 0.32 mW
* Worst EP required at 7.65 ns
* Mapped cell area at between 1000 and 1500 sq um
* Final worst setup slack at -0.835 ns
* Crit end category: flip-flop
* Cell type with the largest total area: edfxtp_1
* Combinational group share of total power at a little under half
* Clock Sinks at 22
* Switching share of power at just under 30%
* Post-layout period usage at 111%
* # hold bufs at CTS at 0
* RSZ-0062 raised after global routing: true
* Vias at around 820
* Top Family by Delay on Critical Path: adder cells
* Crit path max fanout at 4
* Max Freq at between 100 and 150 MHz
* CP max-delay cell: fa_1
* Max-Cap Viols at 0
* Mapped Cells at roughly 100
* Share of cells above drive strength 1 at about 29%
* Yosys warns at 1
* Worst Tran Pin Value at approximately 0.49 ns
* Largest net degree at the start of global routing at 13
* Floorplan utilization at a little under a third
* GRT Total Usage at approximately 11%
* Vias/cell at 4.17
* CP Buf/Inv Count at 9
* Gpl congestion at between 0.8 and 0.9
* Area Overhead vs Synth at 44.5%
* Core area at between 4000 and 5000 sq um
* Final critical-path required period at around 8.3 ns
* Initial DRC count at 8
* Seq share, synth at between 40% and 50%
* Avg WL per Cell at 10.2 um
* Most used DFF post-synth: dfxtp_1
* CTS Root Cell: clkbuf_8
* CTS tree: done
* Worst skew pair latency at roughly 0.26 ns
* Clock transition at path regs at 0.08 ns
* Utilization after layout at between 40% and 50%
* Vert. Die Dim at between 60 and 70 um
* Switch Pwr at 0.128 mW
* Synth unique cells at 14
* Post-Route WL at around 2000 um
* First-pass GRT wire length at roughly 3600 um
* CP dominant cell by count: fa_1
* LEAKAGE at between 0.8 and 0.9 nW
* Outcome: complete, but fails checks
* Pre-CTS setup slack at -0.889 ns
* CTS HTree Levels at 1
* OpenROAD warning count at 28
* Initial antenna violation count at 0
* PortBufs at 23
* Top cells by count: inv_1, and2_1, fa_1, dfxtp_1
* Row Count at 23
* IO Pins at 24
* Cell with the most instances after synthesis: inv_1
* Clock buffer count from CTS at 3
* Max clock buf depth at 2
* Ys flops at 22
* Dpl hpwl at 1600 um
* Hold Violations, Final at 0
* Share of power burned in registers at about 36%
* DRC violations left at 0
* Critical Path AT at approximately 8.5 ns
* Gr ovfl total at 0
* Cell area after layout at 1820 sq um
* Syn_area_per_cell at 12.4 sq um
* Worst hold path type: reg -> reg
* Layout Cells excl Fill at 197
* Pre-antenna DRT Iters at 2
* Die Area at around 4500 sq um
* Met3 Usage GRT at under 10%
* Max Slew Vio Count at 0
* Vias in the first global route at roughly 860
* Slowest stage delay, CP at 0.52 ns
* Worst clock skew at between 0.003 and 0.004 ns
* Placed standard-cell area at around 1700 sq um
* DRT antenna net count at 0
* Cells after DPL at 188
* Hold slack final at around 0.45 ns
## final timing paths
path | from | to | slack (ns) | depth (start not counted)
max | a[0]$_DFFE_PP_ | ans[9]$_DFF_P_ | -0.84 | 31
min | valid$_DFF_P_ | ready$_SDFFE_PP1P_ | 0.45 | 1
max reg2reg | a[0]$_DFFE_PP_ | ans[9]$_DFF_P_ | -0.84 | 31
min reg2reg | valid$_DFF_P_ | ready$_SDFFE_PP1P_ | 0.45 | 1
## cell families after synthesis
kind of cell / Yosys count / share of synthesized area [%]
buf+inv: 19 / 5.66
compound gates: 5 / 4.57
flops: 22 / 42.9
fa+ha+maj: 24 / 31.6
xor+xnor: 5 / 3.48
simple gates: 27 / 11.8
## sequential cells by signal (all words and copies together) (netlist names)
signal	flops
b	5
a	5
valid	1
ready	1
ans	10
## layout make-up
| type | count | area, sq um | area share, % |
|---|---|---|---|
| clock buffers | 3 | 41.3 | 2.27 |
| repair buffers | 41 | 365 | 20.1 |
| multi-input cells | 61 | 736 | 40.4 |
| well taps | 50 | 62.6 | 3.44 |
| inverters | 19 | 71.3 | 3.92 |
| flip-flops and latches | 22 | 541 | 29.7 |
| clock inverters | 1 | 3.75 | 0.206 |
## per-layer routing
metal  wire (um)  vias up
met3         102        2
met4          17        0
li1            -      407
met5           0        -
met1         993      390
met2         896       22
## through the flow
step	setup TNS [ns]	power [mW]
after floorplan	-1.66	0.264
after global placement	-1.99	0.354
after detailed placement	-1.96	0.354
after CTS	-1.90	0.437
after global routing	-2.70	0.489
final	-1.78	0.444
## what timing repair did
item                       4_1_cts  5_1_grt
buffers inserted                 2        3
resized                          0        8
setup endpoints to repair        3        3
pin swaps                        1        4
## cells in the final DEF (no fill, tap or decap)
cell,netlist,layout
clkinv_1,0,1
ha_4,0,5
xnor2_1,2,2
inv_1,19,14
clkbuf_8,0,3
and2_4,0,2
edfxtp_1,10,10
a21o_1,2,2
nor2b_4,1,1
and2_1,15,13
buf_4,0,18
fa_1,13,10
ha_1,11,4
ha_2,0,2
inv_2,0,5
clkdlybuf4s50_1,0,23
a21o_4,1,1
xor2_2,0,1
fa_2,0,3
o2111ai_2,1,1
nand2_1,11,11
o211ai_2,1,1
xor2_1,3,2
dfxtp_1,12,12
## power groups by stage
stage / sequential [mW] / clock [mW] / combinational (mW)
CTS: 0.161 / 0.0786 / 0.198
global route: 0.163 / 0.0831 / 0.243
finish: 0.161 / 0.0746 / 0.208
Power is estimated from default activity; no workload was simulated.
